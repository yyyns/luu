<file path="./config.mk">
export PLATFORM = sky130hd
export DESIGN_NAME = regs
export DESIGN_NICKNAME = regs
export VERILOG_FILES = /design/flow/design.v
export SDC_FILE = /design/flow/constraint.sdc
export NUM_CORES = 4
export LEC_CHECK = 1
export CORE_UTILIZATION = 30
</file>
<file path="./constraint.sdc">
current_design regs

set clk_period 14.6
set clk_io_pct 0.2

create_clock -name clk0 -period $clk_period [get_ports {clk}]

set non_clock_inputs [all_inputs -no_clocks]
set_input_delay [expr $clk_period * $clk_io_pct] -clock clk0 $non_clock_inputs
set_output_delay [expr $clk_period * $clk_io_pct] -clock clk0 [all_outputs]
</file>
<file path="./design.v">
module regs(
	input wire 		  clk,
	input wire 		  rst,
	input wire[4:0]   rs1_i,
	input wire[4:0]   rs2_i,
	input wire[4:0]   rd_i,
	input wire 		  wen_i,
	input wire[31:0]  rd_data_i,
	output reg[31:0]  op1_o,
	output reg[31:0]  op2_o
);
	reg[31:0] registers[31:0];
	integer i;
	always @(posedge clk) begin
		if (!rst) begin
			for(i = 0;i < 32;i = i + 1) begin  
				registers[i] <= 32'b0;
			end
		end
		else begin
			if(wen_i) begin
				registers[rd_i] <= rd_data_i;
			end
		end
	end
	always @(*) begin
		if(rs1_i == 5'b0) begin
			op1_o = 32'b0;
		end
		else if(wen_i && (rs1_i == rd_i) ) begin
			op1_o = rd_data_i;
		end
		else begin
			op1_o = registers[rs1_i];
		end
		if(rs2_i == 5'b0) begin
			op2_o = 32'b0;
		end
		else if(wen_i && (rs2_i == rd_i) ) begin
			op2_o = rd_data_i; 
		end
		else begin
			op2_o = registers[rs2_i];
		end
	end
endmodule
</file>
<file path="./run.sh">
#!/bin/bash
# OpenROAD 26Q1-2900-gdf79404cd8, Yosys 0.63+post, stock flow scripts
make -C /OpenROAD-flow-scripts/flow DESIGN_CONFIG=/design/flow/config.mk WORK_HOME=/design/flow/orfs finish
</file>
==> results.py <==
# Synthesis and PnR figures
metrics = {
    "run_status": {
        "status": "complete, no violations",
    },
    "power_and_ir_drop": {
        "clock_power_share_pct": 37.6,
        "total_power_mw": 7.08,
        "comb_power_share_pct": 13.4,
        "peakVddDrop_uv": 92.8,
        "power.switching_mw": 1.82,
        "p_int_mw": 5.25,
        "leakage_nw": 21.4,
        "pwr-share-seq_pct": 49.0,
        "cellPowerDensity_mw_per_mm2": 113,
        "switching_share_pct": 25.8,
    },
    "die": {
        "rows": 157,
        "ioPinCount": 114,
        "core-area_mm2": 0.183,
        "fp-utilization_pct": 30.2,
        "die_height_um": 431,
        "die-area_mm2": 0.186,
        "die_w_um": 431,
    },
    "worst_setup_path": {
        "criticalPathCategory": "in -> out",
        "end_kind": "output pin",
        "crit_family": "buffers and inverters",
        "crit_top_cell": "buf_4",
        "cp.arrival_ps": 6960,
        "start_kind": "input pin",
        "crit_buf_inv": 5,
        "worst-path-max-fanout": 32,
        "worst_path_largest_cell_delay_ps": 740,
        "crit_chain": "buf_4 > buf_4 > buf_4 > and2_2 > buf_4 > a211oi_1 > o21ai_1 > a32o_1 > clkdlybuf4s50_1",
        "slowest_stage": "and2_2",
        "cp.required_ps": 11680,
    },
    "timing": {
        "maxSlewHeadroom_pct": 32.5,
        "hold-worst-slack_ps": 2890,
        "min_period_over_period_pct": 67.7,
        "worst_slew_pin_slew_ps": 1010,
        "rsz0062_at_grt": "no",
        "fin_ws_ps": 4720,
        "maxSlewViolCount": 0,
        "fmax_ghz": 0.101,
        "fin_crit_ps": 9880,
        "hold_viol_final": 0,
        "fin_tns_setup_ps": 0,
        "setup_viol": 0,
    },
    "clocking": {
        "clock_path_buffers": 3,
        "post_cts_buffers": 0,
        "clkTransAtPathRegs_ps": 60,
        "cts.sinks": 1024,
        "cts_root_buffer": "clkbuf_16",
        "cts_tree": "built",
        "ctsResizeCount": 0,
        "numCtsBuffers": 108,
        "cts_hold_buf": 0,
        "cts_htree_levels": 3,
    },
    "grt": {
        "track_usage_pct": 24.4,
        "grt_pass1_vias": 38200,
        "gr-total-overflow": 0,
        "grt_pass1_wl_um": 295000,
        "antenna_found_initial": 18,
        "grt_start_max_net_pins": 70,
    },
    "yosys": {
        "synth_cell_types": 51,
        "top_cells_by_area": "edfxtp_1, mux4_2, and2_1",
        "synth-seq-cells": 1024,
        "syn_inst": 3843,
        "synthTopCellsByCount": "and2_1, edfxtp_1, mux4_2, mux2i_1, clkbuf_1",
        "synth_area_mm2": 0.0552,
        "top_area_cell": "edfxtp_1",
        "async_flop_share_pct": 0,
        "syn_area_per_cell_um2": 14.4,
        "ys_cells": 3843,
        "ff_type": "edfxtp_1",
        "top_cell_area_share_pct": 55.7,
        "enable_flop_cells": 1024,
        "yosysWarnings": 1,
        "yosys_area_mm2": 0.0552,
        "ys_seq_share_pct": 55.7,
        "yosys.cell_count.top_type": "and2_1",
    },
    "job": {
        "log.warning_count": 27,
        "drv_cap": 0,
    },
    "detailed_routing": {
        "drtIter0Drc": 2526,
        "avgRoutedWirePerCell_um": 33.4,
        "final_antenna_net_count": 0,
        "drc": 0,
        "dr.pass1.iters": 14,
        "vias": 36200,
        "routed_wl_um": 213000,
        "vias_per_cell": 5.66,
    },
    "finish": {
        "fin_util_pct": 34.4,
        "largest-register": "registers",
        "drive_above_1_share_pct": 20.4,
        "reg.largest.list": "registers: 1024 flops",
        "largest_reg_flops": 1024,
        "syn_to_final_growth_pct": 13.9,
        "fin_cells": 6389,
        "fin_area_mm2": 0.0629,
    },
    "placed_design": {
        "place_area_mm2": 0.0595,
        "placed_cells": 6175,
        "place.gp.congestion": 0.924,
        "portBuffers": 113,
        "pre_cts_ws_ps": 4870,
        "hpwl_um": 127000,
    },
    "min_path": {
        "hold_path_class": "in -> reg",
    },
}
-- cells in the final DEF (no fill, tap or decap), types with 27 or more instances in the layout --
master and count:
and2_1 1026, edfxtp_1 1024, mux4_2 375, mux2i_1 330, buf_4 177, clkbuf_16 109
a22oi_1 107, clkdlybuf4s50_1 103, nand2_1 65, a21oi_1 64, o21ai_1 38, o221ai_1 38
o22ai_1 37, nor2_4 35, a211oi_1 32, a32o_1 32, o21ai_4 32, a221oi_1 27
clkinv_1 27
-- layout make-up --
| cell class | count | area [um2] |
|---|---|---|
| Antenna cell | 24 | 60.1 |
| Fill cell | 17200 | 120000 |
| Tap cell | 2464 | 3080 |
| Clock inverter | 57 | 477 |
| Multi-Input combinational cell | 2395 | 23200 |
| Timing Repair Buffer | 290 | 2510 |
| Sequential cell | 1024 | 30700 |
| Inverter | 2 | 7.51 |
| Clock buffer | 133 | 2820 |
-- kinds of logic (layout without fill, tap and decap cells) --
logic type | after synthesis | count (layout) | share of synthesized area [%]
buffers and inverters | 424 | 482 | 3.55
xor gates and xnor gates | 10 | 10 | 0.159
other | 0 | 24 | 0
and+or+nand+nor | 1185 | 1185 | 12.9
AOI/OAI and AO/OA | 489 | 489 | 6.30
muxes | 711 | 711 | 21.4
DFF | 1024 | 1024 | 55.7
-- metal layers --
layer	wire length [um]	GRT usage, %	up-vias
met1	66000	25.5	17700
met4	12200	11.1	30
li1	-	-	14800
met2	92600	34.1	3024
met5	1010	4.89	-
met3	41400	20.6	644
-- worst min-delay path: stages --
cell     delay (ps)
buf_2           100
buf_4           260
o21ai_4         170
-- worst paths after layout --
kind              startpoint           endpoint  slack, ps  cells past startpoint
setup / recovery    rs1_i[2]          op1_o[17]       4720                      9
hold / removal           rst  registers[24][12]       2890                      3
-- power by group through the flow --
stage / Combinational (mW) / Sequential (mW) / Clock (mW)
6_report: 0.945 / 3.47 / 2.66
5_1_grt: 0.979 / 3.49 / 2.79
4_1_cts: 0.933 / 3.47 / 2.69
Power and IR drop assume default switching activity.
