==> flow/design.v <==
module ram(
	input wire		  clk,
	input wire		  rst,
	input wire[31:0]  addr,
	input wire		  rw,
	input wire		  en,
	input wire[31:0]  d_in,
	output reg[31:0]  d_out
);
	reg[31:0] data[255:0];
	integer k;
	always @(posedge clk) begin
		if (~rst) begin
			for(k = 0;k < 256;k = k + 1)begin
				data[k] <= 32'b0;
			end
		end
		else if (en & rw) begin
			data[addr[9:2]] <= d_in;
		end
	end
	always @(*) begin
		if (en) begin
			if (rw) begin
				d_out = {32{1'bz}};
			end
			else begin
				d_out = data[addr[9:2]];
			end
		end
		else begin
			d_out = {32{1'bz}};
		end
	end
endmodule
==> flow/run.sh <==
#!/bin/bash
# OpenROAD 26Q1-2900-gdf79404cd8, Yosys 0.63+post, stock flow scripts
make -C /OpenROAD-flow-scripts/flow DESIGN_CONFIG=/design/flow/config.mk WORK_HOME=/design/flow/orfs finish
==> flow/config.mk <==
export PLATFORM = sky130hd
export DESIGN_NAME = ram
export DESIGN_NICKNAME = ram
export VERILOG_FILES = /design/flow/design.v
export SDC_FILE = /design/flow/constraint.sdc
export NUM_CORES = 4
export LEC_CHECK = 1
export CORE_UTILIZATION = 50
export SYNTH_MEMORY_MAX_BITS = 65536
==> flow/constraint.sdc <==
current_design ram

set clk_period 40.9
set clk_io_pct 0.2

create_clock -name clk0 -period $clk_period [get_ports {clk}]

set non_clock_inputs [all_inputs -no_clocks]
set_input_delay [expr $clk_period * $clk_io_pct] -clock clk0 $non_clock_inputs
set_output_delay [expr $clk_period * $clk_io_pct] -clock clk0 [all_outputs]
==> qor.yml <==
layout:
  final_cells: 33337
  top_regs: "data (8192)"
  largest_reg_flops: 8192
  final_layout_size_suffix_gt1_share_pct: 21.2
  final_util_pct: 56.1
  area_delta_synth_final_pct: 11.7
  nFillCells: 54566
  largest_register: "data"
sta:
  hold_viol: 0
  max_slew.worst_pin.slew_ns: 1.22
  slew_violations: 0
  relSlewSlack_pct: 18.6
  tns_ns: 0
  layout_setup_ws_ns: 16.69
  fin_crit_sh_pct: 59.2
  period_minus_slack_ns: 24.21
  rsz0062_at_grt: "no"
  setup_viol: 0
  fmax_mhz: 41.3
global_routing:
  track_usage_pct: 34.2
  grt_antenna_before_repair: 51
  first_global_vias: 211535
  overflow: 0
  grt_max_degree: 76
  grt_pass1_wl_mm: 1590
floorplanning:
  dieArea_mm2: 0.739
  core-area_mm2: 0.732
  floorplan.core_util_pct: 50.2
  num_io_pins: 100
  die_w_um: 860
  rows: 314
  die_h_um: 860
routing:
  drc: 0
  drt-total-wl_mm: 1120
  top_layer: "met5"
  dr_wl_met3_mm: 203
  ant_nets: 0
  vias: 196482
  viasPerCell: 5.89
  met1_length_mm: 350
  wl_met2_mm: 507
  first_pass_iters: 6
  drtIter0Drc: 12537
  wl_per_cell_um: 33.7
pwr:
  comb_power_share_pct: 7.5
  peakVddDrop_mv: 0.0512
  switchingPower_mw: 4.30
  p_leak_nw: 139
  p_per_area_mw_per_mm2: 45.1
  p_sw_share_pct: 23.2
  pwr-share-seq_pct: 52.6
  power_mw: 18.5
  p_int_mw: 14.2
  power_frac_clock_pct: 40.0
synth:
  yosys-stat-area_mm2: 0.368
  ys.flops: 8192
  async_reset_ff_share_pct: 0
  yosysMostFrequentCell: "and2_1"
  ys_types: 23
  area_leaders: "edfxtp_1, and2_1, mux4_2"
  yosys_warnings: 3
  syn-cell-area_mm2: 0.368
  postSynthAreaPerCell_um2: 15.8
  synth_top_cell_by_area: "edfxtp_1"
  ys_seq_share_pct: 66.9
  netlist_instances: 23248
  edf_count: 8192
  top_cell_area_share_pct: 66.9
  ys_cells: 23248
  ff_type: "edfxtp_1"
  common_cells: "and2_1, edfxtp_1, clkbuf_1"
clocking:
  root_buffer: "clkbuf_16"
  postCtsHoldBufs: 0
  cts_tree: "built"
  cts_resized: 0
  clkTransAtPathRegs_ns: 0.06
  cts_buffer_depth: 4
  cts_made_buffers: 856
  postCtsSetupBuffers: 0
  cts_num_sinks: 8192
  cts_htree_levels: 6
run:
  openroad.warnings: 50
  maxCapViolations: 0
setup_path:
  cp_common_cell: "buf_4"
  cp_slowest_stage_delay_ns: 1.06
  startpoint_type: "primary input"
  end_kind: "output pin"
  crit_fanout: 74
  arrival_ns: 16.03
  critPathRequiredTime_ns: 32.72
  path_class: "primary input to output pin"
  slowest_stage: "o41ai_2"
  path_cells: "buf_16, buf_4, buf_4, buf_12, buf_4, buf_4, buf_4, buf_4, mux4_2, a22oi_1, a21oi_1, o41ai_2, nand4_1, clkdlybuf4s50_1"
placed_design:
  portBuffers: 75
  dp_slack_ns: 16.77
  hpwl_mm: 657
  place.gp.congestion: 0.962
  placedCellCount: 31754
worst_hold_path:
  hold_depth: 2
  hold_path_end: "data[248][3]"
  hold_class: "primary input to flip-flop"
  min_from: "d_in[3]"
status:
  status: "complete, no violations"
==> layer usage <==
metal | up-vias | global-route usage (%)
met2 | 11353 | 47.1
met5 | - | 1.86
met3 | 2002 | 26.1
li1 | 85431 | -
met1 | 97629 | 43.4
met4 | 67 | 13.1
==> per-stage QoR <==
step / hold WS (ns) / cell area (µm²)
6_report: 7.41 / 411000
4_1_cts: 7.35 / 410000
3_5_place_dp: 8.64 / 384000
5_1_grt: 7.40 / 410000
3_3_place_gp: 8.64 / 384000
2_1_floorplan: 8.60 / 368000
==> power groups by stage <==
| stage | Sequential, mW | Combinational, mW | Clock (mW) |
|---|---|---|---|
| after CTS | 9.74 | 1.39 | 7.49 |
| after global routing | 9.77 | 1.46 | 7.79 |
| final | 9.73 | 1.39 | 7.40 |
==> layout make-up <==
class	count	area [µm²]	area share (%)
sequential	8192	246000	59.9
multi-input combinational	12516	116000	28.3
clock buffer	1092	22500	5.47
tap	9796	12300	2.99
timing repair buffer	1250	9960	2.43
clock inverter	459	3680	0.897
antenna	32	80.1	0.0195
==> cell usage in the layout (no fill, tap or decap), types with 14 or more instances in the layout <==
cell type / n
and2_1: 8194
clkdlybuf4s50_1: 40
nor2_2: 246
edfxtp_1: 8192
clkinv_8: 14
o41ai_1: 36
buf_8: 33
nand4_1: 32
buf_12: 15
a21oi_1: 511
bufinv_16: 40
clkinv_1: 254
o41ai_2: 79
buf_4: 1160
clkbuf_1: 229
mux4_2: 2048
o21ai_4: 247
diode_2: 32
clkinv_2: 111
nand2_2: 16
a22oi_1: 1024
clkbuf_16: 863
==> critical path, delay by kind of cell <==
family                 cells  cell delay [ns]
AOI/OAI and AO/OA          3             1.69
buffers and inverters      9             4.77
muxes                      1             0.37
and+or+nand+nor            1             0.77
==> how the worst max path moves through the flow <==
stage | startpoint | endpoint | cells past startpoint
4_1_cts | addr[2] | d_out[7] | 13
5_1_grt | addr[2] | d_out[7] | 13
6_report | addr[3] | d_out[31] | 14
==> cells by family (layout without fill, tap and decap cells) <==
family                 count (synthesis)  after routing  synth area share [%]
buffers and inverters               2540           2801                  2.76
AND/OR/NAND/NOR                     8557           8557                  14.4
AND-OR/OR-AND                       1911           1911                  3.43
multiplexers                        2048           2048                  12.5
other                                  0             32                     0
flip-flops                          8192           8192                  66.9
Power is estimated from default activity; no workload was simulated.
