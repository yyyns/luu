### flow/config.mk
export PLATFORM = sky130hd
export DESIGN_NAME = alu
export DESIGN_NICKNAME = alu
export VERILOG_FILES = /design/flow/design.v
export SDC_FILE = /design/flow/constraint.sdc
export NUM_CORES = 4
export LEC_CHECK = 1
export CORE_UTILIZATION = 40
### flow/constraint.sdc
current_design alu

set clk_period 25.7
set clk_io_pct 0.2

create_clock -name clk0 -period $clk_period [get_ports {clk}]

set non_clock_inputs [all_inputs -no_clocks]
set_input_delay [expr $clk_period * $clk_io_pct] -clock clk0 $non_clock_inputs
set_output_delay [expr $clk_period * $clk_io_pct] -clock clk0 [all_outputs]
### flow/design.v
module alu(
	input wire		  clk,
	input wire 		  rst,
	input wire[31:0]  op1,
	input wire[31:0]  op2,
	input wire[3:0]   oprt,
	input wire  	  en,
	output reg[31:0]  res,
	output reg[10:0]  flag  
);
	wire[31:0] add1;
	wire[32:0] neg_op2, add_res;
	reg[32:0] add2;
	assign neg_op2 = (~op2 + 32'b1);
	assign add1 = op1;
	assign add_res = add1 + add2; 
	always @(*) begin
		case(oprt)
			4'b0000: begin  
				add2 = op2;
			end
			4'b0001: begin  
				add2 = neg_op2[31:0];
			end
			default: add2 = op2;
		endcase
		case(oprt)
			4'b0000: begin  
				res = en ? add_res[31:0] : {32{1'bz}};
			end
			4'b0001: begin  
				res = en ? add_res[31:0] : {32{1'bz}};
			end
			4'b0100: begin
				res = en ? op1 >> op2 : {32{1'bz}};
			end
			4'b0101: begin
				res = en ? op1 << op2 : {32{1'bz}};
			end
			4'b0110: begin
				res = en ? op1 & op2 : {32{1'bz}};
			end
			4'b0111: begin
				res = en ? op1 | op2 : {32{1'bz}};
			end
			4'b1000: begin
				res = en ? ~op1 : {32{1'bz}};
			end
			4'b1001: begin
				res = en ? op1 >>> op2 : {32{1'bz}};
			end
			4'b1010: begin
				res = en ? op1 ^ op2 : {32{1'bz}};
			end
			4'b1011: begin
				res = en ? op1 && op2 : {32{1'bz}};
			end
			4'b1100: begin
				res = en ? op1 || op2 : {32{1'bz}};
			end
			4'b1101: begin
				res = en ? !op1 : {32{1'bz}};
			end
			default: begin
				add2 = op2;
				res = en ? 32'h80000000 : {32{1'bz}};
			end
		endcase
	end
	always @(posedge clk) begin
		if (~rst) begin
			flag <= 11'b0;  
		end
		else begin
			flag[0] <= res[31];
			flag[1] <= &(~res);
			flag[2] <= add_res[32];
			flag[3] <= (~(add1[31] ^ add2[31])) & (res[31] ^ add1[31]);
			flag[10:4] <= 7'b0;
		end
	end
endmodule
### flow/run.sh
#!/bin/bash
# OpenROAD 26Q1-2900-gdf79404cd8, Yosys 0.63+post, stock flow scripts
make -C /OpenROAD-flow-scripts/flow DESIGN_CONFIG=/design/flow/config.mk WORK_HOME=/design/flow/orfs finish
==> impl_metrics.toml <==
# generated from flow reports
[cts]
clockBufferDepth = 2
cts_buffers = 3
cts_setup_buffers = 0
hold_buffers = 0
cts_tree = "yes"
cts_root_buffer = "clkbuf_16"
cts_resized = 0
cts.sinks = 4
cts.clk_slew.worst_paths_ns = 0.03
htreeDepth = 1

[floorplanning]
die_w_microns = 153
fp_util_pct = 41.2
design.core.area_sq_mm = 0.0220
rows = 54
io_pins = 114
dieArea_sq_mm = 0.0233
dieHeight_microns = 153

[timing]
rsz0062_at_grt = "false"
fin_crit_ns = 16.84
setup_ws_ns = 8.86
finalCritPeriodShare_pct = 65.5
setup_viol_count_final = 0
fmax_mhz = 59.4
slew_headroom_pct = 31.7
fin_hold_ws_ns = 5.77
setup_tns_ns = 0
hold_viol_final = 0
slew_violations = 0
tightest_slew_ns = 0.998

[worst_setup_path]
critPathKind = "input port to output port"
slowest_delay_ns = 0.80
cp-start-kind = "input port"
crit_arrival_ns = 11.70
worst_path_max_delay_cell = "clkdlybuf4s50_1"
crit_path_max_fanout = 25
endpoint_kind = "output port"
crit_chain = "clkdlybuf4s50_1 > nor3_2 > buf_4 > and2_1 > o21ai_0 > ha_1 > a211oi_1 > o21ai_0 > o211ai_1 > a21oi_1 > a2111oi_0 > o21bai_1 > a311o_1 > o311a_1 > inv_1 > clkdlybuf4s50_1"
crit_required_ns = 20.56

[layout]
syn_to_final_growth_pct = 14.4
drive_gt1_share_pct = 10.5
fillers = 2232
reg.largest.list = "flag: 4 flops"
largest-register = "flag"
flop_area_sq_um = 80.1
largest_register_ffs = 4
final_cells = 1567
fin_util_pct = 47.2
final_common_cell = "nand2_1"
layout.area.comb_sq_mm = 0.00823
final_cell_mix = "nand2_1, ha_1, clkdlybuf4s50_1"

[yosys]
ys_ff = 4
synthDistinctLibCells = 92
syn_area_per_cell_sq_um = 7.31
yosys_cells = 1242
synth-edff-count = 0
ys_seq_share_pct = 0.881
ys.warnings.count = 14
ys_async_sr_fraction_pct = 0
yosysChipArea_sq_mm = 0.00908
synth_cells = 1242
ff_type = "dfxtp_1"
syn_area_sq_mm = 0.00908

[grt]
antenna_found_initial = 1
overflow = 0
grt_max_degree = 55
grt_usage_pct = 38.8
grt_pass1_wl_mm = 66.1
first_global_vias = 10100

[run]
warnings = 67
max-cap-violations = 0

[place]
dpl.hpwl_mm = 34.4
port_buffers = 105
dpl_worst_slack_ns = 9.01
numPlacedInstances = 1563
finalWeightedCongestion = 1.05

[power]
leakage_uw = 0.00422
vdd.ir_drop.worst_mv = 0.0221
power.density_mw_per_mm2 = 24.8

[detailed_routing]
detail_route.wl_per_cell_microns = 28.5
ant_nets = 0
vias = 10800
vias_per_cell = 6.89
dr.pass1.iters = 8
drt_iter0_drc = 1071
drc = 0
wl_mm = 44.7

[hold_path]
worstHoldPathType = "input port to register"

[run_status]
status = "finished, final reports clean"
==> cell type report <==
class | count | area share (%)
timing repair buffer | 149 | 13.1
sequential | 4 | 0.770
clock buffer | 3 | 0.722
tap | 280 | 3.37
inverter | 80 | 2.89
antenna | 1 | 0.0241
multi-input combinational | 1050 | 79.1
==> synthesized netlist by cell type, types with 8 or more instances <==
cell type	instances	area share (%)
and3_1	14	0.96
nor2b_1	15	1.0
a221oi_1	12	1.2
xnor2_1	43	4.1
mux4_2	47	12
mux2i_1	46	5.1
a21oi_1	75	4.1
ha_1	105	14
buf_4	14	1.2
nand3_1	31	1.7
a31oi_1	15	1.0
buf_1	13	0.54
o22ai_1	11	0.76
o21ai_0	58	3.2
nor2_1	96	4.0
nand2b_1	8	0.55
and2_1	10	0.69
nand3b_1	8	0.66
nand4_1	17	1.2
o22a_1	8	0.77
clkbuf_1	72	3.0
a211oi_1	15	1.2
nor3_1	20	1.1
a211o_1	8	0.77
buf_2	12	0.66
nor4_1	21	1.4
a21o_1	13	1.1
a22oi_1	20	1.7
o221ai_1	19	1.8
o211ai_1	25	2.1
o21ai_1	12	0.66
nand2_1	111	4.6
inv_1	73	3.0
o21a_1	8	0.66
mux2_1	11	1.4
mux2_2	17	2.1
o2111ai_1	8	0.77
==> logic make-up after synthesis <==
logic type | synth area share (%)
xor gates and xnor gates | 4.53
DFF | 0.881
and+or+nand+nor | 21.0
adders and majority gates | 14.7
buffers and inverters | 8.94
muxes | 20.4
other | 0.0413
AOI/OAI and AO/OA | 29.4
==> report_power, final <==
| group | internal, uW | switching (uW) | leakage, uW |
|---|---|---|---|
| clock network | 19.8 | 3.92 | 0.0000370 |
| logic | 91.6 | 136 | 0.00415 |
| registers | 6.72 | 0.101 | 0.0000329 |
==> per-layer routing <==
metal  vias to the layer above  share of wire [%]  global-route usage (%)  wire (microns)
met4                         0                4.4                    13.9            1990
met2                       714                 43                    57.1           19000
met3                       131                 12                    10.8            5450
met1                      5116                 41                    54.6           18200
li1                       4830                  -                       -               -
met5                         -                  0                       0               0
==> per-stage QoR <==
step | power, uW | cell area (sq um)
2_1_floorplan | 145 | 9110
3_3_place_gp | 227 | 10300
3_5_place_dp | 227 | 10300
4_1_cts | 252 | 10400
5_1_grt | 274 | 10400
6_report | 258 | 10400
==> path summary, 6_finish.rpt <==
check             slack (ns)  cells past startpoint  startpoint            endpoint
setup / recovery        8.86                     16     oprt[2]             res[31]
hold / removal          5.77                      2         rst  flag[0]$_SDFF_PN0_
==> critical path, delay by kind of cell <==
family                   cells  cell delay [ns]
AND-OR/OR-AND                9             2.92
AND/OR/NAND/NOR              2             1.47
adder cells (fa/ha/maj)      1             0.36
buffers and inverters        4             1.77
Power and IR drop assume default switching activity.
